`./design.v`:
```
(* extract_order=8 *)
module efpga_adder
  # (
     parameter INPUT_WIDTH = 18,
     parameter OUTPUT_WIDTH = 40
     )
   (
    input [(INPUT_WIDTH-1):0] 	a,
    input [(INPUT_WIDTH-1):0] 	b,
    output [(OUTPUT_WIDTH-1):0] y
    );
   assign y = a + b;
endmodule
(* extract_order=7 *)
module efpga_adder_regi
  # (
     parameter INPUT_WIDTH = 18,
     parameter OUTPUT_WIDTH = 40
     )
   (
    input 			clk,
    input 			resetn,
    input [(INPUT_WIDTH-1):0] 	a,
    input [(INPUT_WIDTH-1):0] 	b,
    output [(OUTPUT_WIDTH-1):0] y
    );
   reg [(INPUT_WIDTH-1):0] 	a_reg;
   reg [(INPUT_WIDTH-1):0] 	b_reg;
   always @(posedge clk or negedge resetn) begin
      if (~resetn) begin
	 a_reg <= 'h0;
	 b_reg <= 'h0;
      end
      else begin
	 a_reg <= a;
	 b_reg <= b;
      end
   end  
   assign y = a_reg + b_reg;
endmodule
(* extract_order=7 *)
module efpga_adder_rego
  # (
     parameter INPUT_WIDTH = 18,
     parameter OUTPUT_WIDTH = 40
     )
   (
    input 			clk,
    input 			resetn,
    input [(INPUT_WIDTH-1):0] 	a,
    input [(INPUT_WIDTH-1):0] 	b,
    output reg [(OUTPUT_WIDTH-1):0] y
    );
   always @(posedge clk or negedge resetn) begin
      if (~resetn) begin
	 y <= 'h0;
      end
      else begin
	 y <= a + b;
      end
   end
endmodule
(* extract_order=6 *)
module efpga_adder_regio
  # (
     parameter INPUT_WIDTH = 18,
     parameter OUTPUT_WIDTH = 40
     )
   (
    input 			clk,
    input 			resetn,
    input [(INPUT_WIDTH-1):0] 	a,
    input [(INPUT_WIDTH-1):0] 	b,
    output reg [(OUTPUT_WIDTH-1):0] y
    );
   reg [(INPUT_WIDTH-1):0] 	a_reg;
   reg [(INPUT_WIDTH-1):0] 	b_reg;
   always @(posedge clk or negedge resetn) begin
      if (~resetn) begin
	 a_reg <= 'h0;
	 b_reg <= 'h0;
      end
      else begin
	 a_reg <= a;
	 b_reg <= b;
      end
   end  
   always @(posedge clk or negedge resetn) begin
      if (~resetn) begin
	 y <= 'h0;
      end
      else begin
	 y <= a_reg + b_reg;
      end
   end
endmodule
(* extract_order=5 *)
module efpga_acc_regi
  # (
     parameter INPUT_WIDTH = 18,
     parameter OUTPUT_WIDTH = 40
     )
   (
    input 			clk,
    input 			resetn,
    input [(INPUT_WIDTH-1):0] 	a,
    output reg [(OUTPUT_WIDTH-1):0] y
    );
   reg [(INPUT_WIDTH-1):0] 	a_reg;
   always @(posedge clk or negedge resetn) begin
      if (~resetn) begin
	 a_reg <= 'h0;
      end
      else begin
	 a_reg <= a;
      end
   end  
   always @(posedge clk or negedge resetn) begin
      if (~resetn) begin
	 y <= 'h0;
      end
      else begin
	 y <= y + a_reg;
      end
   end
endmodule
(* extract_order=5 *)
module efpga_acc
  # (
     parameter INPUT_WIDTH = 18,
     parameter OUTPUT_WIDTH = 40
     )
   (
    input 			    clk,
    input 			    resetn,
    input [(INPUT_WIDTH-1):0] 	    a,
    output reg [(OUTPUT_WIDTH-1):0] y
    );
   always @(posedge clk or negedge resetn) begin
      if (~resetn) begin
	 y <= 'h0;
      end
      else begin
	 y <= y + a;
      end
   end
endmodule
(* extract_order=5 *)
module efpga_mult
  # (
     parameter INPUT_WIDTH = 18,
     parameter OUTPUT_WIDTH = 36
     )
   (
    input [(INPUT_WIDTH-1):0] 	a,
    input [(INPUT_WIDTH-1):0] 	b,
    output [(OUTPUT_WIDTH-1):0] y
    );
   assign y = a * b;
endmodule
(* extract_order=4 *)
module efpga_mult_regi
  # (
     parameter INPUT_WIDTH = 18,
     parameter OUTPUT_WIDTH = 36
     )
   (
    input 			clk,
    input 			resetn,
    input [(INPUT_WIDTH-1):0] 	a,
    input [(INPUT_WIDTH-1):0] 	b,
    output [(OUTPUT_WIDTH-1):0] y
    );
   reg [(INPUT_WIDTH-1):0] 	a_reg;
   reg [(INPUT_WIDTH-1):0] 	b_reg;
   always @(posedge clk or negedge resetn) begin
      if (~resetn) begin
	 a_reg <= 'h0;
	 b_reg <= 'h0;
      end
      else begin
	 a_reg <= a;
	 b_reg <= b;
      end
   end  
   assign y = a_reg * b_reg;
endmodule
(* extract_order=3 *)
module efpga_mult_rego
  # (
     parameter INPUT_WIDTH = 18,
     parameter OUTPUT_WIDTH = 36
     )
   (
    input 			clk,
    input 			resetn,
    input [(INPUT_WIDTH-1):0] 	a,
    input [(INPUT_WIDTH-1):0] 	b,
    output reg [(OUTPUT_WIDTH-1):0] y
    );
   always @(posedge clk or negedge resetn) begin
      if (~resetn) begin
	 y <= 'h0;
      end
      else begin
	 y <= a * b;
      end
   end
endmodule
(* extract_order=2 *)
module efpga_mult_regio
  # (
     parameter INPUT_WIDTH = 18,
     parameter OUTPUT_WIDTH = 36
     )
   (
    input 			clk,
    input 			resetn,
    input [(INPUT_WIDTH-1):0] 	a,
    input [(INPUT_WIDTH-1):0] 	b,
    output reg [(OUTPUT_WIDTH-1):0] y
    );
   reg [(INPUT_WIDTH-1):0] 	    a_reg;
   reg [(INPUT_WIDTH-1):0] 	    b_reg;
   always @(posedge clk or negedge resetn) begin
      if (~resetn) begin
	 a_reg <= 'h0;
	 b_reg <= 'h0;
      end
      else begin
	 a_reg <= a;
	 b_reg <= b;
      end
   end  
   always @(posedge clk or negedge resetn) begin
      if (~resetn) begin
	 y <= 'h0;
      end
      else begin
	 y <= a_reg * b_reg;
      end
   end
endmodule
(* extract_order=1 *)
module efpga_macc_regi
  # (
     parameter INPUT_WIDTH = 18,
     parameter OUTPUT_WIDTH = 40
     )
   (
    input 			    clk,
    input 			    resetn,
    input [(INPUT_WIDTH-1):0] 	    a,
    input [(INPUT_WIDTH-1):0] 	    b,
    output reg [(OUTPUT_WIDTH-1):0] y
    );
   wire [(2*INPUT_WIDTH-1):0] 	    product;
   reg [(INPUT_WIDTH-1):0] 	    a_reg;
   reg [(INPUT_WIDTH-1):0] 	    b_reg;
   always @(posedge clk or negedge resetn) begin
      if (~resetn) begin
	 a_reg <= 'h0;
	 b_reg <= 'h0;
      end
      else begin
	 a_reg <= a;
	 b_reg <= b;
      end
   end  
   assign product = a_reg * b_reg;
   always @(posedge clk or negedge resetn) begin
      if (~resetn) begin
	 y <= 'h0;
      end
      else begin
	 y <= y + product;
      end
   end
endmodule
(* extract_order=1 *)
module efpga_macc
  # (
     parameter INPUT_WIDTH = 18,
     parameter OUTPUT_WIDTH = 40
     )
   (
    input 			    clk,
    input 			    resetn,
    input [(INPUT_WIDTH-1):0] 	    a,
    input [(INPUT_WIDTH-1):0] 	    b,
    output reg [(OUTPUT_WIDTH-1):0] y
    );
   wire [(2*INPUT_WIDTH-1):0] 	    product;
   assign product = a * b;
   always @(posedge clk or negedge resetn) begin
      if (~resetn) begin
	 y <= 'h0;
      end
      else begin
	 y <= y + product;
      end
   end
endmodule
(* extract_order=0 *)
module efpga_macc_pipe_regi
  # (
     parameter INPUT_WIDTH = 18,
     parameter OUTPUT_WIDTH = 40
     )
   (
    input 			    clk,
    input 			    resetn,
    input [(INPUT_WIDTH-1):0] 	    a,
    input [(INPUT_WIDTH-1):0] 	    b,
    output reg [(OUTPUT_WIDTH-1):0] y
    );
   reg [(2*INPUT_WIDTH-1):0] 	    product;
   reg [(INPUT_WIDTH-1):0] 	    a_reg;
   reg [(INPUT_WIDTH-1):0] 	    b_reg;
   always @(posedge clk or negedge resetn) begin
      if (~resetn) begin
	 a_reg <= 'h0;
	 b_reg <= 'h0;
      end
      else begin
	 a_reg <= a;
	 b_reg <= b;
      end
   end  
   always @(posedge clk or negedge resetn) begin
      if (~resetn) begin
	 product <= 'h0;
      end
      else begin
	 product <= a_reg * b_reg;
      end
   end
   always @(posedge clk or negedge resetn) begin
      if (~resetn) begin
	 y <= 'h0;
      end
      else begin
	 y <= y + product;
      end
   end
endmodule  
(* extract_order=0 *)
module efpga_macc_pipe
  # (
     parameter INPUT_WIDTH = 18,
     parameter OUTPUT_WIDTH = 40
     )
   (
    input 			    clk,
    input 			    resetn,
    input [(INPUT_WIDTH-1):0] 	    a,
    input [(INPUT_WIDTH-1):0] 	    b,
    output reg [(OUTPUT_WIDTH-1):0] y
    );
   reg [(2*INPUT_WIDTH-1):0] 	    product;
   always @(posedge clk or negedge resetn) begin
      if (~resetn) begin
	 product <= 'h0;
      end
      else begin
	 product <= a * b;
      end
   end
   always @(posedge clk or negedge resetn) begin
      if (~resetn) begin
	 y <= 'h0;
      end
      else begin
	 y <= y + product;
      end
   end
endmodule  
(* extract_order=2 *)
module efpga_mult_addc_regio
  # (
     parameter INPUT_WIDTH = 18,
     parameter OUTPUT_WIDTH = 40,
     localparam C_WIDTH = OUTPUT_WIDTH
     )
   (
    input 			clk,
    input 			resetn,
    input [(INPUT_WIDTH-1):0] 	a,
    input [(INPUT_WIDTH-1):0] 	b,
    input [(C_WIDTH-1):0]   c,
    output reg [(OUTPUT_WIDTH-1):0] y
    );
   reg [(INPUT_WIDTH-1):0] 	    a_reg;
   reg [(INPUT_WIDTH-1):0] 	    b_reg;
   reg [(C_WIDTH-1):0] 	    c_reg;
   always @(posedge clk or negedge resetn) begin
      if (~resetn) begin
	 a_reg <= 'h0;
	 b_reg <= 'h0;
    c_reg <= 'h0;
      end
      else begin
	 a_reg <= a;
	 b_reg <= b;
    c_reg <= c;
      end
   end
   always @(posedge clk or negedge resetn) begin
      if (~resetn) begin
	 y <= 'h0;
      end
      else begin
	 y <= (a_reg * b_reg) + c_reg;
      end
   end
endmodule
(* extract_order=2 *)
module efpga_mult_addc_regi
  # (
     parameter INPUT_WIDTH = 18,
     parameter OUTPUT_WIDTH = 40,
     localparam C_WIDTH = OUTPUT_WIDTH
     )
   (
    input 			clk,
    input 			resetn,
    input [(INPUT_WIDTH-1):0] 	a,
    input [(INPUT_WIDTH-1):0] 	b,
    input [(C_WIDTH-1):0]   c,
    output [(OUTPUT_WIDTH-1):0] y
    );
   reg [(INPUT_WIDTH-1):0] 	a_reg;
   reg [(INPUT_WIDTH-1):0] 	b_reg;
   reg [(C_WIDTH-1):0] 	      c_reg;
   always @(posedge clk or negedge resetn) begin
      if (~resetn) begin
	 a_reg <= 'h0;
	 b_reg <= 'h0;
    c_reg <= 'h0;
      end
      else begin
	 a_reg <= a;
	 b_reg <= b;
    c_reg <= c;
      end
   end
   assign y = (a_reg * b_reg) + c_reg;
endmodule
(* extract_order=2 *)
module efpga_mult_addc_rego
  # (
     parameter INPUT_WIDTH = 18,
     parameter OUTPUT_WIDTH = 40,
     localparam C_WIDTH = OUTPUT_WIDTH
     )
   (
    input 			clk,
    input 			resetn,
    input [(INPUT_WIDTH-1):0] 	a,
    input [(INPUT_WIDTH-1):0] 	b,
    input [(C_WIDTH-1):0]        c,
    output reg [(OUTPUT_WIDTH-1):0] y
    );
   always @(posedge clk or negedge resetn) begin
      if (~resetn) begin
	 y <= 'h0;
      end
      else begin
	 y <= (a * b) + c;
      end
   end
endmodule
(* extract_order=2 *)
module efpga_mult_addc
  # (
     parameter INPUT_WIDTH = 18,
     parameter OUTPUT_WIDTH = 40,
     localparam C_WIDTH = OUTPUT_WIDTH
     )
   (
    input [(INPUT_WIDTH-1):0] 	a,
    input [(INPUT_WIDTH-1):0] 	b,
    input [C_WIDTH-1:0] 	c,
    output [(OUTPUT_WIDTH-1):0] y
    );
   assign y = a * b + c;
endmodule
```
`./run.sh`:
```
#!/bin/bash
# OpenROAD 26Q1-2900-gdf79404cd8, Yosys 0.63+post, stock flow scripts
make -C /OpenROAD-flow-scripts/flow DESIGN_CONFIG=/design/flow/config.mk WORK_HOME=/design/flow/orfs finish
```
`./config.mk`:
```
export PLATFORM = sky130hd
export DESIGN_NAME = efpga_mult_addc_regi
export DESIGN_NICKNAME = efpga_mult_addc_regi
export VERILOG_FILES = /design/flow/design.v
export SDC_FILE = /design/flow/constraint.sdc
export NUM_CORES = 4
export LEC_CHECK = 1
export CORE_UTILIZATION = 30
```
`./constraint.sdc`:
```
current_design efpga_mult_addc_regi

set clk_period 20.6
set clk_io_pct 0.2

create_clock -name clk0 -period $clk_period [get_ports {clk}]

set non_clock_inputs [all_inputs -no_clocks]
set_input_delay [expr $clk_period * $clk_io_pct] -clock clk0 $non_clock_inputs
set_output_delay [expr $clk_period * $clk_io_pct] -clock clk0 [all_outputs]
```
==> impl.org <==
* Flow results

** Timing
- Per the final report, max-transition violations number 0.
- Per the final timing report, the hold violations number 0.
- Post-route period utilization is reported as 0.562.
- Worst slew slack as a fraction of its limit :: 0.466
- The pin closest to its max-slew limit shows a slew of roughly 0.8 ns.
- Total setup violations reported at the end of the flow :: 0
- For the finished layout, the period the worst path requires is 11.58 ns.
- Worst Setup Slack, final :: 9.02 ns
- In the final timing run, aggregate negative setup slack is 0 ns.
- Setup repair after global routing left no endpoint under its margin.
- Per the timing report, the achievable frequency comes out to between 80 and 90 MHz.

** Yosys
- Number of flops mapped to enable cells by yosys :: 0
- The synthesized netlist handed to floorplanning was reported with a cell count of between 1500 and 2000.
- Average instance area after synthesis :: a little over 9 sq um
- Per the synth stats, the flop cell with the highest instance count is dfrtp_1.
- Per the Yosys statistics, synthesis produced 1535 cells.
- For this run, the register share of the synthesized area comes to 0.134.
- Mapped cell area :: around 0.014 sq mm
- For this run, the number of Yosys warnings is 1.
- Number of flip-flops and latches in the synthesized netlist :: approximately 76
- Yosys synthesis chip area :: around 0.014 sq mm
- Share of flip-flops with an asynchronous set or reset :: 1.00
- Post-synthesis cell type count :: between 50 and 60

** Setup path
- Critical Path Source :: a_reg[15]
- Critical Path AT :: around 7.5 ns
- Looking at the setup timing report, the critical path kind is flop to output pin.
- STA classifies the critical path endpoint as an output pin.
- STA classifies the critical path startpoint as a flop.
- In this run the worst path has a maximum fanout of 18.
- The largest single stage delay on the critical path is ~0.68 ns.
- Highest-delay cell along the critical path :: dfrtp_1
- Crit path top cell by count :: fa_1
- Required @ worst endpoint :: about 16 ns
- Worst-path cell chain :: and2_1, fa_1, inv_1, fa_1, inv_1, fa_1, fa_1, inv_1, fa_1, inv_1, fa_1, ha_1, a21oi_1, nand2_1, a221oi_1, a21oi_1, o21ai_1, nand4b_1, o311a_1, clkdlybuf4s50_1

** Placed design
- After legalization and detailed placement, the total HPWL measured ~29000 microns.
- Final estimated routing congestion in global placement :: 0.919
- Pre-CTS setup slack :: approximately 9.4 ns
- Area after DPL :: 0.0159 sq mm
- Total placed cells including tap cells :: 2201
- Buffers placed on the I/O ports in this run total 117.

** Clocking
- Buffer count from post-CTS setup fixing :: 0
- Total number of clock tree sinks :: between 70 and 80
- The registers of the reported paths see a clock transition of 0.09 ns.
- TritonCTS created 9 clock buffers.
- H-tree depth :: 3
- Once the clock tree was built, the resizer swapped 0 gates to a different size.
- Hold-fix buffer count after cts :: 0
- Clock tree from TritonCTS :: yes
- Per the CTS log, the root buffer master is clkbuf_16.
- Per the CTS log, the buffer count on the longest clock path is 2.

** Drt
- Routed wire length per instance :: 16.2 microns
- Vias :: just over 10000
- Number of vias per cell after detailed routing :: between 4 and 5
- Detailed router's first-iteration violation count :: roughly 420
- In the routed netlist, the antenna diode instances number 0.
- The wire length recorded after detailed routing is between 30000 and 40000 microns.
- Count of nets left with antenna violations after detail routing :: 0
- The DRC violation total left in the routed layout is recorded as 0.
- Iteration tally of the first detailed-router pass :: 22

** Status
- Run status :: finished clean

** Hold path
- According to the hold report, the worst path is of the primary input to async pin type.

** Die
- Floorplan core area :: between 0.04 and 0.05 sq mm
- Die outline width :: 220 microns
- Effective utilization at floorplan :: 0.305
- Per the OpenROAD floorplan log, the area of the die is 0.0483 sq mm.
- The floorplan step set the die height to 220 microns.
- I/O pin cnt :: 118
- Standard-cell rows :: ~79

** Global routing
- Congestion Overflow GR :: 0
- Maximum number of pins on one net before global-route repair :: around 54
- The first global-routing pass estimated approximately 60000 microns of wire.
- Number of global-route vias before repair :: 11295
- The number of antenna violations at the first check in global routing came to 0.
- Global routing usage summed across all routing layers :: 0.171

** Final layout
- For the completed layout, the total cell area is recorded as 0.0162 sq mm.
- Flip-flop count of the largest register, all copies and words added :: around 40
- Ratio of cells with drive above 1 in the final layout :: 0.0186
- The final report lists a non-filler cell total of 2217.
- Area growth from synthesis to layout :: 14.1%

** Job
- MaxCap Viol Count :: 0
- Summing over the stages, the warning tally comes to 27.
stage by stage:
step | hold WS (ns) | util
CTS | 3.64 | 0.348
floorplan | 3.82 | -
global placement | 4.09 | 0.341
finish | 3.66 | 0.348
global route | 3.69 | 0.348
detailed placement | 4.10 | 0.341
kinds of logic (layout without fill, tap and decap cells):
kind of cell	count (synthesis)	after routing	share of synthesized area
compound gates	118	118	0.0560
xor+xnor	31	31	0.0191
fa+ha+maj	412	412	0.516
buf+inv	487	562	0.131
flops	76	76	0.134
mux	1	1	0.000704
simple gates	410	410	0.144
metal layers:
metal	wire, microns	vias up	global-route usage
met5	0	-	0
met3	1750	41	0.0324
met1	14400	5144	0.225
li1	-	4613	-
met2	18700	260	0.298
met4	950	0	0.0352
synth_stat cells, types with 8 or more instances:
cell type | n | share of area
o21ai_1 | 12 | 0.0042
nand4_1 | 11 | 0.0048
a21o_1 | 12 | 0.0063
buf_2 | 8 | 0.0028
xor2_1 | 14 | 0.0086
inv_1 | 426 | 0.11
xnor2_1 | 17 | 0.010
nor2_1 | 14 | 0.0037
dfrtp_1 | 76 | 0.13
fa_1 | 290 | 0.41
nand3_1 | 11 | 0.0039
nand2_1 | 189 | 0.050
o21ai_0 | 14 | 0.0049
ha_1 | 122 | 0.11
clkbuf_1 | 47 | 0.012
a21oi_1 | 39 | 0.014
and2_1 | 167 | 0.073
layout by cell type (no fill, tap or decap), types with 9 or more instances in the layout:
master	n
o21ai_1	12
and2_1	167
fa_1	290
nand4_1	11
xor2_1	14
o21ai_0	14
clkdlybuf4s50_1	116
inv_1	426
a21o_1	12
nand3_1	11
ha_1	122
xnor2_1	17
nand2_1	189
clkbuf_16	9
a21oi_1	39
dfrtp_1	76
nor2_1	14
critical path: cells and delay by family, from the launching register on:
family / cells / cell delay (ns)
AND-OR/OR-AND: 5 / 1.73
flip-flops: 1 / 0.68
buffers and inverters: 5 / 0.66
AND/OR/NAND/NOR: 3 / 0.54
adder cells (fa/ha/maj): 7 / 3.47
worst paths after layout:
| path | slack (ns) | cells after the start | to |
|---|---|---|---|
| max | 9.02 | 20 | y[37] |
| max in group asynchronous | 15.88 | 2 | c_reg[2] |
| min | 3.66 | 1 | c_reg[19] |
| min in group clk0 | 4.16 | 1 | c_reg[13] |
cell type report:
type | instances | area (sq um)
Fill cell | 4722 | 30400
Inverter | 426 | 1600
Tap cell | 607 | 759
Timing Repair Buffer | 120 | 1190
Sequential cell | 76 | 1900
Multi-Input combinational cell | 972 | 10500
Clock inverter | 7 | 82.6
Clock buffer | 9 | 225
